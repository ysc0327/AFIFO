### flow/design.v
module sram_model (
  input RCK_0,
  input WCK_0,
  input [2:0] RA_0,
  input [2:0] WA_0,
  input [31:0] DI,
  input RCS_0,
  input WCS_0,
  output reg [31:0] DO
 );
 reg [31:0] memory [0:7];
 always @(posedge WCK_0) begin
    if(WCS_0)
	  memory[WA_0] <= DI;
 end
 always @(posedge RCK_0) begin
    if(RCS_0)
	  DO <= memory[RA_0];
 end
endmodule
### flow/run.sh
#!/bin/bash
# OpenROAD 26Q1-2900-gdf79404cd8, Yosys 0.63+post, stock flow scripts
make -C /OpenROAD-flow-scripts/flow DESIGN_CONFIG=/design/flow/config.mk WORK_HOME=/design/flow/orfs finish
### flow/config.mk
export PLATFORM = sky130hd
export DESIGN_NAME = sram_model
export DESIGN_NICKNAME = sram_model
export VERILOG_FILES = /design/flow/design.v
export SDC_FILE = /design/flow/constraint.sdc
export NUM_CORES = 4
export LEC_CHECK = 1
export CORE_UTILIZATION = 50
### flow/constraint.sdc
current_design sram_model

set clk_period 1.6
set clk_io_pct 0.2

create_clock -name clk0 -period $clk_period [get_ports {RCK_0}]
create_clock -name clk1 -period $clk_period [get_ports {WCK_0}]

set non_clock_inputs [all_inputs -no_clocks]
set_input_delay [expr $clk_period * $clk_io_pct] -clock clk0 $non_clock_inputs
set_output_delay [expr $clk_period * $clk_io_pct] -clock clk0 [all_outputs]
==> impl_metrics.ini <==
; flow metrics
[status]
status = complete, but fails checks
violations = setup timing

[die]
die_y_um = 149
fp_util_pct = 51.2
core_um2 = 21100
dieArea_um2 = 22200
fp-row-count = 53
io_pins = 74
fp.dieW_um = 149

[final_timing]
worst_pin_slew_ns = 0.310
setup_viol = 1
rsz0062_at_grt = true
max_slew_margin_pct = 79.2
setup_slack_ns = -0.00234
hold_violations = 0
slew_viol_final = 0

[pwr]
ir_drop_v = 0.000823
powerDensity_nw_per_um2 = 1260
p_total_mw = 16.6
p_leak_nw = 4.28

[synthesis]
edf_count = 288
yosys-top-cells-area = edfxtp_1 80%, mux4_1 9.7%, mux4_2 5.0%, mux2_2 3.3%, buf_6 0.73%
ff_type = edfxtp_1
synth_flops = 288
synth_area_um2 = 10800
yosysUniqueCellTypes = 12
top_cell = edfxtp_1
yosys_area_um2 = 10800
top_cell_area_share_pct = 80.2
ys_seq_share_pct = 80.2
avgSynthCellArea_um2 = 26.0
ys_top_cells_by_count = 288 x edfxtp_1, 40 x mux4_1, 32 x mux2_2
synth_cells = 415
async_flop_share_pct = 0
yosysWarnings = 1
ys_cells = 415
top_area_cell = edfxtp_1

[cts]
post_cts_buffers = 0
clock-sinks = 288
cts_tree = built
holdBufCountCts = 0
clkTransAtPathRegs_ns = 0.07

[placement]
port_buffers = 72
dp.cells = 778
hpwl_um = 10900
pre_cts_ws_ns = -0.300
gp_congestion = 0.776

[global_routing]
grt_max_degree = 33
grt_usage_pct = 21.0
grt_overflow = 0
grt_pass1_wl_um = 29400
grt_pass1_vias = 5384
antenna_found_initial = 0

[worst_setup_path]
crit_type = register to register
critical_path_peak_fanout = 1
startpoint_type = register
required_ns = 1.64
cp-end-kind = register
critPathArrivalTime_ns = 1.65

[detailed_routing]
avgRoutedWirePerCell_um = 23.1
via_per_inst = 5.57
vias = 4643
dr.pass1.iters = 4
ant_nets = 0
drc_errors = 0
drt_iter0_drc = 235
diodes = 0
finalWirelength_um = 19300

[final_layout]
fill_cells = 1419
syn2layout_area_growth_pct = 22.4
instances_no_fill = 833
drive_gt1_share_pct = 33.3

[job]
warning_count = 29
cap_violations = 0

[min_path]
hold_class = primary input to register
==> metrics by stage <==
step	area [um^2]	hold WS, ns	setup TNS [ns]	utilization [%]
2_1_floorplan	10800	0.419	-26.63	-
3_3_place_gp	12200	0.728	-54.61	57.8
3_5_place_dp	12200	0.739	-56.20	57.8
4_1_cts	13200	0.518	-0.0268	62.4
5_1_grt	13200	0.531	-0.307	62.6
6_report	13200	0.526	-0.00234	62.6
==> worst paths after layout <==
kind                                 start                      end  slack (ns)  depth (start not counted)
max                memory[5][24]$_DFFE_PP_         DO[24]$_DFFE_PP_      -0.002                          2
min                                  RCS_0         DO[28]$_DFFE_PP_        0.53                          2
max reg2reg        memory[5][24]$_DFFE_PP_         DO[24]$_DFFE_PP_      -0.002                          2
min reg2reg        memory[4][17]$_DFFE_PP_         DO[17]$_DFFE_PP_        0.96                          2
max in group clk1                  WA_0[2]  memory[0][18]$_DFFE_PP_        0.24                          4
min in group clk1                   DI[29]  memory[0][29]$_DFFE_PP_        0.53                          1
==> worst max-delay path, cell delays in order, from the launching register on <==
cell	delay [ns]
edfxtp_1	0.37
mux4_2	0.48
mux2_4	0.28
==> placed cells by master (no fill, tap or decap) <==
cell	synthesis	routed
clkbuf_16	0	32
clkbuf_1	1	6
clkinvlp_4	0	2
nand2_8	0	1
mux2_2	32	17
edfxtp_1	288	288
buf_12	0	21
mux2_4	0	15
clkdlybuf4s50_1	0	68
bufinv_16	0	3
buf_2	6	3
buf_4	0	14
nand2b_1	3	2
nand2b_4	0	1
mux4_2	24	64
clkinv_2	0	4
inv_8	0	1
nand2_1	2	1
clkinv_1	0	7
nor3_4	0	2
nor2_4	0	6
==> logic make-up after synthesis <==
logic type,count (synthesis),share of synthesized area [%]
muxes,96,18.1
buffers and inverters,18,1.18
DFF,288,80.2
and+or+nand+nor,13,0.545
==> where the power goes <==
part | switching, mW | leakage [nW] | internal, mW
Clock | 2.80 | 0.477 | 4.14
Combinational | 0.412 | 1.17 | 0.578
Sequential | 0.0678 | 2.64 | 8.62
Total | 3.28 | 4.28 | 13.3
==> flip-flops by register name, indices dropped and copies added (netlist names) <==
| register | count |
|---|---|
| DO | 32 |
| memory | 256 |
==> area by class of cell <==
cell class	count	area, um^2	area share (%)
Tap cell	275	344	2.61
Clock inverter	17	163	1.23
Sequential cell	288	8650	65.5
Clock buffer	38	823	6.23
Multi-Input combinational cell	109	2010	15.2
Timing Repair Buffer	106	1220	9.25
==> per-layer routing <==
layer	part of all wire (%)	global-route usage, %
met5	0	0
met4	2.8	4.59
met3	14	15.2
met2	50	30.7
met1	33	27.8
==> what timing repair did <==
item                                   in CTS  in global routing
endpoints found under the hold margin       0                  0
resized                                     2                 17
setup endpoints to repair                   4                 23
Power is estimated from default activity; no workload was simulated.
